$ cat flow/run.sh
#!/bin/bash
# OpenROAD 26Q1-2900-gdf79404cd8, Yosys 0.63+post, stock flow scripts
make -C /OpenROAD-flow-scripts/flow DESIGN_CONFIG=/design/flow/config.mk WORK_HOME=/design/flow/orfs finish
$ cat flow/config.mk
export PLATFORM = sky130hd
export DESIGN_NAME = instruction_memory
export DESIGN_NICKNAME = instruction_memory
export VERILOG_FILES = /design/flow/design.v
export SDC_FILE = /design/flow/constraint.sdc
export NUM_CORES = 4
export LEC_CHECK = 1
export CORE_AREA = 10 10 70 70
export DIE_AREA = 0 0 80 80
$ cat flow/constraint.sdc
current_design instruction_memory

set clk_period 1.9
set clk_io_pct 0.2

create_clock -name clk0 -period $clk_period

set non_clock_inputs [all_inputs -no_clocks]
set_input_delay [expr $clk_period * $clk_io_pct] -clock clk0 $non_clock_inputs
set_output_delay [expr $clk_period * $clk_io_pct] -clock clk0 [all_outputs]
$ cat flow/design.v
module instruction_memory(
	input read,
	input [15:0] address,
	output [15:0] instruction_out
); 
reg [15:0] inst_memory [0:99];    
initial   
    begin
        inst_memory[0] = 0;       
        inst_memory[1] = 998 ;    
        inst_memory[2] = 1 ;      
        inst_memory[3] = 999;     
        inst_memory[4] = 5 ;      
        inst_memory[5] = 7 ;      
        inst_memory[6] = 6 ;      
        inst_memory[7] = 24 ;     
        inst_memory[8] = 2  ;     
        inst_memory[9] = 3 ;      
        inst_memory[10] = 4 ;    
        inst_memory[11] = 8  ;   
        inst_memory[12] = 12;     
        inst_memory[13] = 9 ;    
        inst_memory[14] = 17 ;    
        inst_memory[15] = 26 ;    
        inst_memory[16] = 18 ;    
        inst_memory[17] = 27 ;    
        inst_memory[18] = 13 ;    
        inst_memory[19] = 11 ;    
        inst_memory[20] = 19 ;    
        inst_memory[21] = 21;     
        inst_memory[22] = 11 ;    
        inst_memory[23] = 28 ;    
        inst_memory[24] = 20 ;    
        inst_memory[25] = 14 ;    
        inst_memory[26] = 11 ;    
        inst_memory[27] = 19 ;    
        inst_memory[28] = 21 ;    
        inst_memory[29] = 8 ;     
        inst_memory[30] = 16 ;    
        inst_memory[31] = 15 ;    
        inst_memory[32] = 19 ;    
        inst_memory[33] = 21 ;    
        inst_memory[34] = 7  ;    
        inst_memory[35] = 25 ;    
    end
assign instruction_out = inst_memory[address];
endmodule
==> results.yml <==
# physical design summary
sta:
  hold_violations: 0
  drv_slew: 0
  fmax_ghz: 0.474
  finalSetupViolCount: 5
  fin_crit_ns: 2.11
  timing.hold.ws_ns: 1.22
  rsz0062_at_grt: "yes"
  timing.final.ws_setup_ns: -0.212
  final.period_utilization_pct: 111
  setup_tns_ns: -0.522
worst_setup_path:
  crit_fanout: 4
  critPathLaunchType: "primary input"
  path_class: "in -> out"
  cpLargestDelayFamily: "multiplexers"
  path_cells: "buf_8 > clkinv_8 > buf_6 > ha_4 > nor2_2 > mux4_2 > and2_4 > o31ai_2 > buf_2"
  cp_slowest_cell: "mux4_2"
  slowest_delay_ns: 0.45
  crit_arrival_ns: 1.73
  end_kind: "output pin"
  path_buffers: 4
  cp.required_ns: 1.52
global_route:
  first_global_vias: 662
  grt_pass1_wl_um: 3100
  gr-total-overflow: 0
  grt_max_degree: 11
  antenna_found_initial: 0
  track_usage_pct: 5.55
routing:
  antenna_left: 0
  viasPerCell: 4.27
  drt_iter0_drc: 28
  wl_um: 1870
  drt-pass1-iter-count: 4
  diodes: 0
  vias: 657
  wire_per_inst_um: 12.2
  drc_errors: 0
die:
  rows: 21
  chipArea_um2: 6400
  fp.dieH_um: 80
  fp_util_pct: 15.9
  coreArea_um2: 3420
  io_pins: 33
  dieWidth_um: 80
logic_synthesis:
  netlist_area_um2: 544
  synth_warnings: 1
  synth_cell_types: 31
  ys_seq_share_pct: 0
  synth.avg_cell_area_um2: 7.46
  synth_cells: 73
  yosys-stat-area_um2: 544
  synth_stat.cells: 73
place:
  portBuffers: 16
  hpwl_um: 1170
  gp_congestion: 0.820
worst_hold_path:
  hp-class: "in -> out"
outcome:
  outcome: "finished, violations left"
  violations: "negative setup slack"
cells_and_area:
  drive_gt1_share_pct: 54.6
  regArea_um2: 0
  seq_cell_count: 0
  nClkBuffers: 0
  syn2layout_area_growth_pct: 89.2
power:
  p_per_area_nw_per_um2: 202
  max-vdd-ir-drop_mv: 0.0796
  p_leak_uw: 0.000472
run:
  cap_violations: 0
  warnings: 51
cts:
  cts_hold_buf: 0
[layout by cell type, fill, tap and decap left out, types with 3 or more instances in the layout]
master,instances
a21oi_1,3
buf_4,22
buf_6,7
conb_1,6
ha_1,4
nand2_1,4
ha_4,4
buf_2,6
dlygate4sd2_1,7
nand2b_1,3
[per-layer routing]
layer  global-route usage [%]  up-vias  routed length (um)
met5                        0        -                   0
met1                     7.70      318                 877
met2                     9.15       20                 831
met3                     1.14        0                 164
met4                        0        0                   0
li1                         -      319                   -
[where the power goes]
part / total (uW) / switching, uW / internal, uW
clock: 0 / 0 / 0
sequential: 0 / 0 / 0
combinational: 208 / 87.9 / 120
[kinds of logic after synthesis]
logic type	count (synthesis)	share of synthesized area [%]
muxes	6	16.8
AOI/OAI and AO/OA	17	21.8
adders and majority gates	8	18.4
buffers and inverters	20	22.5
other	1	0.689
and+or+nand+nor	21	19.8
[through the flow]
stage / setup slack, ns / std cells / power, uW / cell area (um2) / utilization, %
6_report: -0.212 / 154 / 208 / 1030 / 30.1
5_1_grt: -0.246 / 154 / 227 / 1030 / 30.1
4_1_cts: -0.241 / 154 / 198 / 1010 / 29.5
3_5_place_dp: -1.13 / 141 / 158 / 813 / 23.8
3_3_place_gp: -1.09 / 141 / 156 / 813 / 23.8
2_1_floorplan: 0.0205 / 78 / 82.4 / 563 / -
[worst min-delay path, cell delays in order]
cell,delay [ns]
buf_8,0.09
buf_4,0.18
a21oi_1,0.08
buf_2,0.11
[area by class of cell]
type / count / area, um2
Inverter: 4 / 35.0
Multi-Input combinational cell: 58 / 524
Tap cell: 46 / 57.6
Timing Repair Buffer: 46 / 413
Fill cell: 362 / 2390
[worst paths after layout]
check	startpoint	endpoint	depth (start not counted)	slack [ns]
max	address[0]	instruction_out[4]	9	-0.21
min	address[0]	instruction_out[1]	4	1.22
[Yosys cell counts (all sizes together)]
library cell / number / area, um2
conb: 1 / 3.75
nor2: 3 / 11.3
nor4: 1 / 6.26
nand2b: 4 / 25.0
inv: 4 / 15.0
a31oi: 1 / 6.26
buf: 13 / 96.3
o21ai: 3 / 15.0
or2: 1 / 6.26
nand2: 5 / 18.8
a41oi: 1 / 8.76
o211ai: 2 / 15.0
a211oi: 1 / 7.51
o2111ai: 2 / 17.5
clkbuf: 3 / 11.3
a311oi: 1 / 8.76
nand3: 3 / 15.0
mux2i: 2 / 20.0
nor2b: 1 / 6.26
o31ai: 2 / 15.0
mux4: 2 / 48.8
mux2: 2 / 22.5
and2: 2 / 12.5
o311a: 1 / 10.0
or3: 1 / 6.26
a21oi: 3 / 15.0
ha: 8 / 100
[what timing repair did]
| action | 4_1_cts | 5_1_grt |
|---|---|---|
| gates cloned | 1 | 0 |
| setup buffers | 12 | 0 |
| pin swaps | 9 | 4 |
| resized | 73 | 6 |
| endpoints found under the setup margin | 10 | 5 |
Power is estimated from default activity; no workload was simulated.
