==> design/flow/design.v <==
module dmem_mux(
	input [15:0] in_core,
	input [15:0] in_d_write,
    input [15:0] in_d_read,
    input [1:0] addr_mux_select,
	output reg [15:0] mux_out
);
always @(in_core or in_d_write or in_d_read or addr_mux_select)
    begin
        case(addr_mux_select)                      
            0:mux_out    <=   in_core;
            1:mux_out    <=   in_d_write;
            2:mux_out    <=   in_d_read;
            default: mux_out <=   in_core;
        endcase
    end
endmodule
==> design/flow/run.sh <==
#!/bin/bash
# OpenROAD 26Q1-2900-gdf79404cd8, Yosys 0.63+post, stock flow scripts
make -C /OpenROAD-flow-scripts/flow DESIGN_CONFIG=/design/flow/config.mk WORK_HOME=/design/flow/orfs finish
==> design/flow/config.mk <==
export PLATFORM = sky130hd
export DESIGN_NAME = dmem_mux
export DESIGN_NICKNAME = dmem_mux
export VERILOG_FILES = /design/flow/design.v
export SDC_FILE = /design/flow/constraint.sdc
export NUM_CORES = 4
export LEC_CHECK = 1
export CORE_AREA = 10 10 70 70
export DIE_AREA = 0 0 80 80
==> design/flow/constraint.sdc <==
current_design dmem_mux

set clk_period 1.9
set clk_io_pct 0.2

create_clock -name clk0 -period $clk_period

set non_clock_inputs [all_inputs -no_clocks]
set_input_delay [expr $clk_period * $clk_io_pct] -clock clk0 $non_clock_inputs
set_output_delay [expr $clk_period * $clk_io_pct] -clock clk0 [all_outputs]
==> impl_metrics.py <==
# Metrics from the implementation run
metrics = {
    "final_layout": {
        "nClkBuffers": 0,
        "fillerInstances": 344,
        "drive_gt1_share_pct": 32.9,
        "fin_cells": 186,
        "area_growth_pct": 211,
        "flops": 0,
        "final_area_um2": 1300,
        "seqCellArea_um2": 0,
    },
    "timing": {
        "final_hold_viol_count": 0,
        "worstMarginPinSlew_ns": 0.159,
        "setup-tns-final_ns": 0,
        "hold_ws_ns": 1.35,
        "setup_violations": 0,
        "slew_headroom_pct": 89.4,
        "finalCritPeriodShare_pct": 96.8,
        "max_freq_mhz": 544,
        "rsz0062_at_grt": "no",
        "slew_violations": 0,
        "period_minus_slack_ns": 1.84,
        "fin_ws_ns": 0.0602,
    },
    "power_and_ir_drop": {
        "max-vdd-ir-drop_uv": 113,
        "cellPowerDensity_nw_per_um2": 258,
        "power.leakage_nw": 0.540,
    },
    "worst_setup_path": {
        "crit_path_frequent_cell": "buf_4",
        "slowest_delay_ns": 0.24,
        "path_max_fanout": 5,
        "endpoint_kind": "output port",
        "crit_chain": "buf_6 > inv_2 > ha_4 > buf_8 > buf_4 > buf_4 > nand2_1 > o21ai_1 > dlygate4sd2_1",
        "cp-start-kind": "primary input",
        "cp.required_ns": 1.52,
        "worstSetupPathType": "in -> out",
        "slowest_stage": "dlygate4sd2_1",
        "cp_data_arrival_time_ns": 1.46,
    },
    "route": {
        "viasPerCell": 3.99,
        "drt_first_pass_iters": 4,
        "remaining_drc_errors": 0,
        "ant_nets": 0,
        "drt-total-wl_mm": 2.48,
        "antenna_cells": 0,
        "wl_per_cell_um": 13.3,
        "drtIter0Drc": 8,
        "num_vias": 743,
    },
    "worst_hold_path": {
        "hold_class": "in -> out",
    },
    "grt": {
        "grt_pass1_wl_mm": 3.95,
        "antenna_found_initial": 0,
        "gr-total-overflow": 0,
        "grt_max_degree": 10,
        "track_usage_pct": 7.46,
        "grt_pass1_vias": 838,
    },
    "floorplan": {
        "coreArea_um2": 3420,
        "row_count": 21,
        "chipArea_um2": 6400,
        "fp.dieH_um": 80,
        "fp.dieW_um": 80,
        "pin_count": 66,
        "fp_util_pct": 12.3,
    },
    "job": {
        "drv_cap": 0,
        "tool_warnings": 34,
    },
    "logic_synthesis": {
        "synth_area_per_cell_um2": 7.10,
        "ys.warnings.count": 1,
        "yosysUniqueCellTypes": 12,
        "synth_cells": 59,
        "ys_seq_share_pct": 0,
        "yosysChipArea_um2": 419,
        "synth_area_um2": 419,
        "ys_cells": 59,
    },
    "placement": {
        "place.gp.congestion": 0.765,
        "port_buffers": 66,
        "pre_cts_ws_ns": -0.570,
        "placed_area_um2": 1110,
        "dp_cells": 170,
        "dpl.hpwl_mm": 1.96,
    },
    "clock_tree": {
        "ctsHoldBuffers": 0,
    },
    "run_status": {
        "status": "complete, no violations",
    },
}
## power by group
group	internal [mW]	switching [mW]	total, mW
registers	0	0	0
logic	0.232	0.104	0.336
clock network	0	0	0
total	0.232	0.104	0.336
## final timing paths
check / cells after the start / from / endpoint / slack, ns
worst max-delay path: 9 / addr_mux_select[0] / mux_out[4] / 0.06
worst min-delay path: 5 / addr_mux_select[1] / mux_out[2] / 1.35
## cells by family (layout without fill, tap and decap cells)
| family | count (synthesis) | after routing | synth area share [%] |
|---|---|---|---|
| compound gates | 32 | 32 | 60.6 |
| fa+ha+maj | 2 | 2 | 5.97 |
| simple gates | 16 | 16 | 14.3 |
| buf+inv | 9 | 90 | 19.1 |
## cells in the mapped netlist
cell	instances	area, um^2
nand2_1	16	60.1
a22oi_2	10	125
o21ai_1	9	45.0
a22oi_1	6	45.0
o21ai_0	6	30.0
buf_2	3	15.0
buf_6	2	22.5
ha_1	2	25.0
inv_1	2	7.51
buf_12	1	20.0
buf_8	1	15.0
o21ai_2	1	8.76
## area by class of cell
cell class	count	area, um^2	area share (%)
inverter	2	7.51	0.576
timing repair buffer	88	855	65.5
multi-input combinational	50	384	29.5
tap	46	57.6	4.41
## critical path: cells and delay by family
kind / cells / cell delay [ns]
buffers and inverters: 6 / 0.77
adders and majority gates: 1 / 0.22
AOI/OAI and AO/OA: 1 / 0.05
and+or+nand+nor: 1 / 0.04
## placed cells by master, fill, tap and decap left out, drive strengths merged
cell type       n
a22oi          16
dlygate4sd2    13
clkdlybuf4s15   3
nand2          16
ha              2
buf            24
clkdlybuf4s50  48
o21ai          16
inv             2
## metrics by stage
stage	power (mW)	utilization (%)
after floorplan	0.0840	-
after global placement	0.274	32.5
after detailed placement	0.275	32.5
after CTS	0.335	37.4
after global routing	0.368	38.2
final	0.336	38.2
## per-layer routing
metal,global-route usage [%],share of wire [%],vias up
met5,0,0,-
met4,0,0,0
met3,3.75,14,0
met2,11.8,43,41
met1,9.43,43,321
li1,-,-,381
## repair_timing
action                                  in CTS  in global routing
pin swaps                                    1                  2
buffers inserted                            11                  2
endpoints found under the setup margin      16                  8
gates resized                               52                  4
cloned                                       3                  0
Power is estimated from default activity; no workload was simulated.
